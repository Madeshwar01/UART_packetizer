## flow/design.v

```verilog
`timescale 1ns / 1ps
module async_fifo #(
    parameter DATA_WIDTH = 8,
    parameter ADDR_WIDTH = 4,
    parameter DEPTH      = 1 << ADDR_WIDTH
) (
    input                       wr_clk,
    input                       wr_rst,
    input  [DATA_WIDTH-1:0]     wr_data_in,
    input                       wr_en,
    output reg                  fifo_full,
    input                       rd_clk,
    input                       rd_rst,
    input                       rd_en,
    output [DATA_WIDTH-1:0]     rd_data_out,
    output reg                  fifo_empty,
    output reg                  data_out_valid
);
    reg [DATA_WIDTH-1:0] mem [0:DEPTH-1];
    reg [ADDR_WIDTH:0] wr_ptr_bin_ff, rd_ptr_bin_ff;
    reg [ADDR_WIDTH:0] wr_ptr_gray, rd_ptr_gray;
    reg [ADDR_WIDTH:0] sync_wr_ptr_gray, sync_wr_ptr_gray_s1;
    reg [ADDR_WIDTH:0] sync_rd_ptr_gray, sync_rd_ptr_gray_s1;
    wire [ADDR_WIDTH:0] wr_ptr_bin_next, rd_ptr_bin_next;
    wire [ADDR_WIDTH:0] wr_ptr_gray_next;
    wire                wr_push, rd_pop;
    wire                rd_ptr_is_empty;
    wire                wr_ptr_gray_next_is_full;
    function [ADDR_WIDTH:0] bin_to_gray(input [ADDR_WIDTH:0] bin);
        bin_to_gray = (bin >> 1) ^ bin;
    endfunction
    function [ADDR_WIDTH:0] gray_to_bin(input [ADDR_WIDTH:0] gray);
        integer i;
        begin
            gray_to_bin[ADDR_WIDTH] = gray[ADDR_WIDTH];
            for (i = ADDR_WIDTH - 1; i >= 0; i = i - 1)
                gray_to_bin[i] = gray[i] ^ gray_to_bin[i + 1];
        end
    endfunction
    assign wr_push = wr_en && !fifo_full;
    assign wr_ptr_bin_next = wr_push ? wr_ptr_bin_ff + 1 : wr_ptr_bin_ff;
    assign wr_ptr_gray_next = bin_to_gray(wr_ptr_bin_next);
    always @(posedge wr_clk or posedge wr_rst) begin
        if (wr_rst) begin
            wr_ptr_bin_ff <= 0;
            wr_ptr_gray   <= 0;
        end else begin
            wr_ptr_bin_ff <= wr_ptr_bin_next;
            wr_ptr_gray   <= wr_ptr_gray_next;
        end
    end
    assign rd_pop = rd_en && !fifo_empty;
    assign rd_ptr_bin_next = rd_pop ? rd_ptr_bin_ff + 1 : rd_ptr_bin_ff;
    always @(posedge rd_clk or posedge rd_rst) begin
        if (rd_rst) begin
            rd_ptr_bin_ff <= 0;
            rd_ptr_gray   <= 0;
        end else begin
            rd_ptr_bin_ff <= rd_ptr_bin_next;
            rd_ptr_gray   <= bin_to_gray(rd_ptr_bin_next);
        end
    end
    always @(posedge wr_clk) begin
        if (wr_push)
            mem[wr_ptr_bin_ff[ADDR_WIDTH-1:0]] <= wr_data_in;
    end
    assign rd_data_out = mem[rd_ptr_bin_ff[ADDR_WIDTH-1:0]];
    always @(posedge rd_clk or posedge rd_rst) begin
        if (rd_rst) begin
            sync_wr_ptr_gray_s1 <= 0;
            sync_wr_ptr_gray    <= 0;
        end else begin
            sync_wr_ptr_gray_s1 <= wr_ptr_gray;
            sync_wr_ptr_gray    <= sync_wr_ptr_gray_s1;
        end
    end
    always @(posedge wr_clk or posedge wr_rst) begin
        if (wr_rst) begin
            sync_rd_ptr_gray_s1 <= 0;
            sync_rd_ptr_gray    <= 0;
        end else begin
            sync_rd_ptr_gray_s1 <= rd_ptr_gray;
            sync_rd_ptr_gray    <= sync_rd_ptr_gray_s1;
        end
    end
    assign rd_ptr_is_empty = (rd_ptr_gray == sync_wr_ptr_gray);
    always @(posedge rd_clk or posedge rd_rst) begin
        if (rd_rst)
            fifo_empty <= 1'b1;
        else
            fifo_empty <= rd_ptr_is_empty;
    end
    assign wr_ptr_gray_next_is_full = 
        (wr_ptr_gray_next[ADDR_WIDTH] != sync_rd_ptr_gray[ADDR_WIDTH]) &&
        (wr_ptr_gray_next[ADDR_WIDTH-1:0] == sync_rd_ptr_gray[ADDR_WIDTH-1:0]);
    always @(posedge wr_clk or posedge wr_rst) begin
        if (wr_rst)
            fifo_full <= 1'b0;
        else
            fifo_full <= wr_ptr_gray_next_is_full;
    end
    always @(posedge rd_clk or posedge rd_rst) begin
        if (rd_rst)
            data_out_valid <= 1'b0;
        else
            data_out_valid <= rd_pop;
    end
endmodule
`timescale 1ns / 1ps
module packetizer_fsm (
    input                       clk,
    input                       rst,
    input                       fifo_empty,
    input      [7:0]            fifo_data_out, 
    output reg                  fifo_rd_en,    
    output reg                  uart_start_tx, 
    output reg [7:0]            uart_data_to_tx, 
    input                       uart_tx_done,  
    input                       tx_ready,     
    output reg                  tx_busy
);
    localparam S_IDLE                 = 3'b000;
    localparam S_WAIT_TX_READY        = 3'b001;
    localparam S_READ_FIFO_START_TX   = 3'b010;
    localparam S_WAIT_TX_DONE         = 3'b011;
    reg [2:0] current_state, next_state;
    always @(posedge clk or posedge rst) begin
        if (rst) begin
            current_state <= S_IDLE;
        end else begin
            current_state <= next_state;
        end
    end
    always @(*) begin
        next_state        = current_state;
        fifo_rd_en        = 1'b0;
        uart_start_tx     = 1'b0;
        uart_data_to_tx   = 8'h00; 
        tx_busy           = (current_state == S_READ_FIFO_START_TX) |
| (current_state == S_WAIT_TX_DONE);
        case (current_state)
            S_IDLE: begin
                if (!fifo_empty) begin
                    next_state = S_WAIT_TX_READY;
                end
            end
            S_WAIT_TX_READY: begin
                if (fifo_empty) begin 
                    next_state = S_IDLE;
                end else if (tx_ready) begin
                    next_state = S_READ_FIFO_START_TX;
                end
            end
            S_READ_FIFO_START_TX: begin
                fifo_rd_en = 1'b1; 
                uart_data_to_tx = fifo_data_out; 
                uart_start_tx = 1'b1;   
                next_state = S_WAIT_TX_DONE;
            end
            S_WAIT_TX_DONE: begin
                if (uart_tx_done) begin
                    next_state = S_IDLE;
                end
            end
            default: begin
                next_state = S_IDLE;
            end
        endcase
    end
endmodule
`timescale 1ns / 1ps
module uart_packetizer_top (
    input                       clk,             
    input                       rst,             
    input      [7:0]            data_in,         
    input                       data_valid,      
    input                       tx_ready,        
    output                      serial_out,      
    output                      fifo_full,       
    output                      tx_busy          
);
    localparam FIFO_DATA_WIDTH = 8;
    localparam FIFO_ADDR_WIDTH = 4;  
    localparam BAUD_RATE = 115200;  
    localparam CLK_FREQ  = 50_000_000;
    wire fifo_data_out_w;
    wire                       fifo_empty_w;
    wire                       fifo_rd_en_w;
    wire                       data_out_valid_w;  
    wire                       uart_start_tx_w;
    wire uart_data_to_tx_w;
    wire                       uart_tx_done_w;
    async_fifo #(
       .DATA_WIDTH(FIFO_DATA_WIDTH),
       .ADDR_WIDTH(FIFO_ADDR_WIDTH)
    ) fifo_inst (
       .wr_clk(clk),
       .wr_rst(rst),
       .wr_data_in(data_in),
       .wr_en(data_valid),  
       .fifo_full(fifo_full),
       .rd_clk(clk),
       .rd_rst(rst),
       .rd_en(fifo_rd_en_w),
       .rd_data_out(fifo_data_out_w),
       .fifo_empty(fifo_empty_w),
       .data_out_valid(data_out_valid_w)
    );
    packetizer_fsm fsm_inst (
       .clk(clk),
       .rst(rst),
       .fifo_empty(fifo_empty_w),
       .fifo_data_out(fifo_data_out_w),
       .fifo_rd_en(fifo_rd_en_w),
       .uart_start_tx(uart_start_tx_w),
       .uart_data_to_tx(uart_data_to_tx_w),
       .uart_tx_done(uart_tx_done_w),
       .tx_ready(tx_ready),
       .tx_busy(tx_busy)
    );
    uart_tx #(
       .BAUD_RATE(BAUD_RATE),
       .CLK_FREQ(CLK_FREQ),
       .DATA_BITS(FIFO_DATA_WIDTH)
    ) uart_tx_inst (
       .clk(clk),
       .rst(rst),
       .start_tx(uart_start_tx_w),
       .data_in(uart_data_to_tx_w),
       .serial_out(serial_out),
       .tx_done(uart_tx_done_w)
    );
endmodule
`timescale 1ns / 1ps
module uart_tx #(
    parameter BAUD_RATE = 115200,
    parameter CLK_FREQ  = 50_000_000,
    parameter DATA_BITS = 8
) (
    input                       clk,
    input                       rst,
    input                       start_tx,
    input      [DATA_BITS-1:0]  data_in,
    output reg                  serial_out,
    output reg                  tx_done
);
    localparam BAUD_DIVISOR = (CLK_FREQ / BAUD_RATE);
    localparam SAFE_BAUD_DIVISOR = (BAUD_DIVISOR == 0) ? 1 : BAUD_DIVISOR;
    localparam BITS_TO_SEND = 1 + DATA_BITS + 1;  
    localparam BAUD_COUNTER_WIDTH = ($clog2(SAFE_BAUD_DIVISOR) == 0) ? 1 : $clog2(SAFE_BAUD_DIVISOR);
    reg [BAUD_COUNTER_WIDTH-1:0] baud_counter;
    reg                          baud_tick;
    localparam BIT_INDEX_WIDTH = $clog2(BITS_TO_SEND);
    reg [(BIT_INDEX_WIDTH == 0 ? 0 : BIT_INDEX_WIDTH-1):0] bit_index;
    reg [DATA_BITS+1:0]          tx_shift_reg;
    reg                          tx_active;
    reg                          serial_out_next;  
    always @(posedge clk or posedge rst) begin
        if (rst) begin
            baud_counter <= 0;
            baud_tick    <= 1'b0;
        end else begin
            if (tx_active) begin
                if (baud_counter == SAFE_BAUD_DIVISOR - 1) begin
                    baud_counter <= 0;
                    baud_tick    <= 1'b1;
                end else begin
                    baud_counter <= baud_counter + 1;
                    baud_tick    <= 1'b0;
                end
            end else begin
                baud_counter <= 0;
                baud_tick    <= 1'b0;
            end
        end
    end
    always @(posedge clk or posedge rst) begin
        if (rst) begin
            tx_active        <= 1'b0;
            tx_done          <= 1'b0;
            serial_out_next  <= 1'b1;
            serial_out       <= 1'b1;
            tx_shift_reg     <= 0;
            bit_index        <= 0;
        end else begin
            tx_done <= 1'b0;
            if (start_tx && !tx_active) begin
                tx_shift_reg     <= {1'b1, data_in, 1'b0};
                tx_active        <= 1'b1;
                bit_index        <= 0;
                serial_out_next  <= 1'b0;  
            end else if (tx_active && baud_tick) begin
                serial_out_next  <= tx_shift_reg[0];
                tx_shift_reg     <= {1'b1, tx_shift_reg[DATA_BITS+1:1]};
                if (bit_index == BITS_TO_SEND - 1) begin
                    tx_active <= 1'b0;
                    tx_done   <= 1'b1;
                end
                bit_index <= bit_index + 1;
            end else if (!tx_active) begin
                serial_out_next <= 1'b1;  
            end
            serial_out <= serial_out_next;  
        end
    end
endmodule
```

## flow/run.sh

```bash
#!/bin/bash
# OpenROAD 26Q1-2900-gdf79404cd8, Yosys 0.63+post, stock flow scripts
make -C /OpenROAD-flow-scripts/flow DESIGN_CONFIG=/design/flow/config.mk WORK_HOME=/design/flow/orfs finish
```

## flow/config.mk

```make
export PLATFORM = sky130hd
export DESIGN_NAME = uart_packetizer_top
export DESIGN_NICKNAME = uart_packetizer_top
export VERILOG_FILES = /design/flow/design.v
export SDC_FILE = /design/flow/constraint.sdc
export NUM_CORES = 4
export LEC_CHECK = 1
export CORE_UTILIZATION = 30
```

## flow/constraint.sdc

```tcl
current_design uart_packetizer_top

set clk_period 2.1
set clk_io_pct 0.2

create_clock -name clk0 -period $clk_period [get_ports {clk}]

set non_clock_inputs [all_inputs -no_clocks]
set_input_delay [expr $clk_period * $clk_io_pct] -clock clk0 $non_clock_inputs
set_output_delay [expr $clk_period * $clk_io_pct] -clock clk0 [all_outputs]
```

==> results_dict.tcl <==
# place-and-route summary
set metrics [dict create \
    status "finished clean" \
    edf_count 16 \
    number_of_post_cts_setup_repair_buffers 0 \
    post_synth_and_or_nand_nor_area_fraction_pct 11.9 \
    crit_path_end_kind "output port" \
    via_count 1952 \
    netlist_logic_family_top "simple AND/OR/NAND/NOR gates" \
    ys_seq_elements 88 \
    grt.overflow.total 0 \
    grt_pass1_vias 2051 \
    min_period_ns 1.92 \
    number_of_maximum_capacitance_violations 0 \
    initial_antenna_violation_count 0 \
    route.detailed.drc 0 \
    clock_latency_ns 0.33 \
    wl_per_cell_um 12.5 \
    yosys-stat-area_um2 3640 \
    cts_tree "yes" \
    synth.mux.area_fraction_pct 5.88 \
    intPower_mw 3.33 \
    yosys_warnings 7 \
    final.period_utilization_pct 91.3 \
    path_class "reg2out" \
    reg2reg_slack_ns 0.19 \
    p_sw_share_pct 25.6 \
    dp_cells 422 \
    post-route-util_pct 36.3 \
    warning_count 37 \
    layout.cells.most_common "sky130_fd_sc_hd__dfrtp_1" \
    power.ir.vdd_worst_v 0.000757 \
    floorplan.die.width_um 112 \
    worst_slew_margin_rel_pct 58.0 \
    post-dp-hpwl_um 3600 \
    post_route_cells_drive_above_1_share_pct 13.6 \
    synth_cell_type_count 38 \
    floorplan.die.height_um 112 \
    fa_ha_area_share_pct 3.09 \
    synth_top_flop_cell "sky130_fd_sc_hd__dfrtp_1" \
    post_synth.cell_area_avg_um2 13.4 \
    r2r-start "fifo_inst.wr_ptr_bin_ff[0]" \
    comb_power_share_pct 19.4 \
    drt_pass1_iterations 4 \
    rsz0062_at_grt "no" \
    total_power_mw 4.47 \
    numCtsBuffers 9 \
    final-max-slew-violation-count 0 \
    cts.clk_slew.worst_paths_ns 0.06 \
    cts_htree_levels 3 \
    post_dp_cell_area_um2 3930 \
    grt_first_pass_wirelength_um 9760 \
    path_max_fanout 6 \
    hold_viol_final 0 \
    most_frequent_cells_in_the_layout "sky130_fd_sc_hd__dfrtp_1 (68), sky130_fd_sc_hd__nand2_1 (22), sky130_fd_sc_hd__xnor2_1 (18)" \
    p_switching_mw 1.15 \
    xor_area_share_pct 11.2 \
    hold_class "reg2reg" \
    cell_count_in_the_yosys_report 272 \
    post_cts_hold_buffer_count 0 \
    async_reset_ff_share_pct 81.8 \
    antenna_cells 0 \
    seq_power_share_pct 47.6 \
    whs_path_depth 0 \
    clock_sink_count 88 \
    synth.cellmix.compoundShare_pct 2.96 \
    fin_cells 438 \
    clockPowerShare_pct 33.1 \
    reg2reg_depth 7 \
    grt_max_degree 64 \
    fmaxAchievable_mhz 522 \
    leakage_nw 1.82 \
    syn2layout_area_growth_pct 15.7 \
    initial_core_util_pct 31.3 \
    detail_route.iter0.violations 59 \
    cp_data_arrival_time_ns 1.50 \
    io-pin-count 15 \
    buffer_ports.inserted 7 \
    crit_path_end "tx_busy" \
    postSynthSeqShare_pct 62.9 \
    cts_buffer_depth 2 \
    std_cell_rows 39 \
    gp_congestion 0.768 \
    post_drt_via_cell_ratio 4.46 \
    dieArea_um2 12600 \
    postSynthCellCount 272 \
    track_usage_pct 9.99 \
    power_density_nw_per_um2 1060 \
    fin_area_um2 4210 \
    startpoint_class_of_the_critical_path "flip-flop" \
    drt_wirelength_um 5460 \
    finalSetupViolCount 0 \
    cts_resized 0 \
    worst_slew_pin_slew_ns 0.630 \
    postRouteAntennaNets 0 \
    timing.critical_path.from "fsm_inst.current_state[1]" \
    largest_register_ff_count 16 \
    cts_root_buf "sky130_fd_sc_hd__clkbuf_16" \
    worst-endpoint-required_ns 1.68 \
    clock-skew-final_ns 0.00627 \
    total_standard_cell_area_after_synthesis_um2 3640 \
    floorplan.core_area_um2 11600 \
    end_of_the_worst_register_to_register_path "fifo_inst.fifo_full" \
]
kinds of logic after synthesis:
logic type,after synthesis
AND-OR/OR-AND,19
XOR/XNOR,37
adder cells (fa/ha/maj),9
multiplexers,15
AND/OR/NAND/NOR,84
flip-flops,88
buffers and inverters,20
area by class of cell:
class / instances / area (µm²)
Fill cell: 1103 / 7400
Tap cell: 143 / 179
Clock buffer: 12 / 256
Clock inverter: 4 / 27.5
Multi-Input combinational cell: 164 / 1270
Timing Repair Buffer: 14 / 135
Inverter: 13 / 52.6
Sequential cell: 88 / 2290
cell usage after synthesis (4+ instances only):
library cell	count	share of area [%]
sky130_fd_sc_hd__ha_1	9	3.1
sky130_fd_sc_hd__nor2_1	17	1.8
sky130_fd_sc_hd__o21ai_1	10	1.4
sky130_fd_sc_hd__and2_1	12	2.1
sky130_fd_sc_hd__dfstp_2	4	2.9
sky130_fd_sc_hd__mux2i_1	9	2.5
sky130_fd_sc_hd__mux4_2	5	3.1
sky130_fd_sc_hd__dfrtp_1	68	47
sky130_fd_sc_hd__and3_1	6	1.0
sky130_fd_sc_hd__clkbuf_1	4	0.41
sky130_fd_sc_hd__edfxtp_1	16	13
sky130_fd_sc_hd__nand2_1	22	2.3
sky130_fd_sc_hd__nand3_1	8	1.1
sky130_fd_sc_hd__inv_1	11	1.1
sky130_fd_sc_hd__xor2_1	13	3.1
sky130_fd_sc_hd__xnor2_1	18	4.3
metal layers:
layer / vias up / wire length, µm / GRT usage (%)
li1: 949 / - / -
met1: 967 / 2610 / 14.7
met2: 29 / 2540 / 15.5
met3: 7 / 247 / 3.52
met4: 0 / 60 / 0.978
met5: - / 0 / 0
power groups by stage:
| stage | clock, mW | combinational, mW | sequential [mW] |
|---|---|---|---|
| after CTS | 1.53 | 0.883 | 2.13 |
| after global routing | 1.59 | 0.974 | 2.16 |
| final | 1.48 | 0.867 | 2.13 |
metrics by stage:
stage / setup TNS [ns] / hold slack [ns] / worst slack [ns]
2_1_floorplan: 0 / 0.331 / 0.382
3_3_place_gp: -0.000939 / 0.331 / -0.000939
3_5_place_dp: -0.00428 / 0.335 / -0.00428
4_1_cts: 0 / 0.348 / 0.162
5_1_grt: 0 / 0.355 / 0.0652
6_report: 0 / 0.346 / 0.183
how the worst min path moves through the flow:
stage	startpoint	to
6_report	fifo_inst.sync_wr_ptr_gray_s1[0]	fifo_inst.sync_wr_ptr_gray[0]
5_1_grt	fifo_inst.wr_ptr_gray[0]	fifo_inst.sync_wr_ptr_gray_s1[0]
4_1_cts	fifo_inst.sync_rd_ptr_gray_s1[4]	fifo_inst.sync_rd_ptr_gray[4]
critical path, stage by stage (launching register included):
cell,delay [ns]
sky130_fd_sc_hd__dfrtp_1,0.43
sky130_fd_sc_hd__or2_2,0.31
sky130_fd_sc_hd__clkdlybuf4s50_1,0.42
Power is estimated from default activity; no workload was simulated.
